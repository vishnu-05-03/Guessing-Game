==> /design/flow/config.mk <==
export PLATFORM = sky130hd
export DESIGN_NAME = guess_game
export DESIGN_NICKNAME = guess_game
export VERILOG_FILES = /design/flow/design.v
export SDC_FILE = /design/flow/constraint.sdc
export NUM_CORES = 4
export LEC_CHECK = 1
export CORE_AREA = 10 10 90 90
export DIE_AREA = 0 0 100 100
==> /design/flow/constraint.sdc <==
current_design guess_game

set clk_period 1.0
set clk_io_pct 0.2

create_clock -name clk0 -period $clk_period [get_ports {clk}]

set non_clock_inputs [all_inputs -no_clocks]
set_input_delay [expr $clk_period * $clk_io_pct] -clock clk0 $non_clock_inputs
set_output_delay [expr $clk_period * $clk_io_pct] -clock clk0 [all_outputs]
==> /design/flow/design.v <==
`timescale 1ns/1ns
module guess_game (clk,reset,G,wrong,LED);
input [9:0] G;
output [9:0] LED;
reg [9:0] LED;
output wrong;
reg wrong;
input clk;
input reset;
reg [10:0]state;
reg [10:0]nxtstate;
parameter s1= 11'b00000000010 , s2 = 11'b00000000100, s3 = 11'b00000001000, s4 = 11'b00000010000, sok = 11'b00000000000, serr = 11'b00000000001 ,s5= 11'b00000100000 , s6 = 11'b00001000000, s7 = 11'b00010000000, s8 = 11'b00100000000, s9 = 11'b01000000000, s10 = 11'b10000000000 ;
always@(posedge clk or posedge reset) begin
    if(reset) begin
        state<=s1;
    end
    else begin 
        state <= nxtstate;
    end
end
always @(G or state) begin
    case(state)
        s1: begin
            LED <= state[10:1];
            if ( G == 10'b0000000000 ) nxtstate <= s2 ;
            else if (G==state[10:1]) nxtstate <= sok ;
            else nxtstate <= serr;
        end
        s2: begin
            LED <= state[10:1];
            if ( G == 10'b0000000000 ) nxtstate <= s3 ; 
            else if (G==state[10:1]) nxtstate <= sok;
            else nxtstate <= serr ;
        end
        s3: begin
            LED <= state[10:1];
            if ( G == 10'b0000000000 ) nxtstate <= s4 ;
            else if (G==state[10:1]) nxtstate <= sok;
            else nxtstate <= serr ;
        end
        s4: begin
            LED <= state[10:1];
            if ( G == 10'b0000000000 ) nxtstate <= s5 ;
            else if (G==state[10:1]) nxtstate <= sok;
            else nxtstate <= serr ;
        end
        s5: begin
            LED <= state[10:1];
            if ( G == 10'b0000000000 ) nxtstate <= s6 ;
            else if (G==state[10:1]) nxtstate <= sok;
            else nxtstate <= serr ;
        end
        s6: begin
            LED <= state[10:1];
            if ( G == 10'b0000000000 ) nxtstate <= s7 ;
            else if (G==state[10:1]) nxtstate <= sok;
            else nxtstate <= serr ;
        end
        s7: begin
            LED <= state[10:1];
            if ( G == 10'b0000000000 ) nxtstate <= s8 ;
            else if (G==state[10:1]) nxtstate <= sok;
            else nxtstate <= serr ;
        end
        s8: begin
            LED <= state[10:1];
            if ( G == 10'b0000000000 ) nxtstate <= s9 ;
            else if (G==state[10:1]) nxtstate <= sok;
            else nxtstate <= serr ;
        end
        s9: begin
            LED <= state[10:1];
            if ( G == 10'b0000000000 ) nxtstate <= s10 ;
            else if (G==state[10:1]) nxtstate <= sok;
            else nxtstate <= serr ;
        end
        s10: begin
            LED <= state[10:1];
            if ( G == 10'b0000000000 ) nxtstate <= s1 ;
            else if (G==state[10:1]) nxtstate <= sok;
            else nxtstate <= serr ;
        end
        sok: begin
            if ( G == 10'b0000000000 ) nxtstate <= s1 ;
            else nxtstate <= sok;
        end
        serr: begin 
            if ( G == 10'b0000000000 ) nxtstate <= s1 ;
            else nxtstate <= serr;
        end
    endcase
    wrong <= state[0] ;
end
endmodule
==> /design/flow/run.sh <==
#!/bin/bash
# OpenROAD 26Q1-2900-gdf79404cd8, Yosys 0.63+post, stock flow scripts
make -C /OpenROAD-flow-scripts/flow DESIGN_CONFIG=/design/flow/config.mk WORK_HOME=/design/flow/orfs finish
==> impl_metrics.py <==
# Flow results
metrics = {
    "run_status": {
        "status": "finished clean",
    },
    "worst_setup_path": {
        "path_cells": "buf_2",
        "end_kind": "primary output",
        "worst-path-buf-inv": 1,
        "cp_data_required_time_ns": 0.80,
        "cp-start-kind": "register",
        "crit_type": "reg2out",
        "crit_path_max_fanout": 2,
        "crit_path_max_incr_delay_ns": 0.37,
        "slowest_stage": "dfrtp_1",
        "cp_top_family": "flip-flops",
        "critPathArrivalTime_ns": 0.71,
    },
    "cells_and_area": {
        "fill_cells": 669,
        "drive_gt1_frac": 0.1085,
        "final_cells": 206,
        "fin_area_sq_mm": 0.001466,
        "comb_area_sq_um": 486.7,
        "syn_to_final_growth_pct": 30.95,
        "final_util": 0.2336,
        "regArea_sq_um": 591.8,
    },
    "drt": {
        "dr.pass1.iters": 4,
        "drc": 0,
        "vias": 852,
        "wl_per_cell_um": 12.00,
        "drt_iter0_drc": 97,
        "vias_per_cell": 4.136,
        "postRouteAntennaNets": 0,
        "wl_um": 2472,
        "diodes": 0,
    },
    "yosys": {
        "synth_cells": 106,
        "synthesis.area_sq_mm": 0.001120,
        "synth.distinct_cells": 32,
        "top_cell_area_share": 0.2816,
        "topCellsByArea": "dlxtn_1, dfrtp_1, xnor2_1",
        "ys_cells": 106,
        "syn_avg_cell_area_sq_um": 10.56,
        "synth_flops": 32,
        "ys_warn_count": 1,
        "top_area_cell": "dlxtn_1",
        "ys_area_sq_mm": 0.001120,
    },
    "run": {
        "warning_count": 25,
        "cap_violations": 0,
    },
    "timing": {
        "worst_pin_slew_ns": 0.6183,
        "rsz0062_at_grt": "no",
        "fin_tns_setup_ns": 0,
        "max-slew-margin-rel": 0.5863,
        "hold_violations": 0,
        "min_period_ns": 0.9143,
        "untimed_endpoints": 42,
        "drv_slew": 0,
        "period_used_share": 0.9143,
        "max_freq_mhz": 1094,
        "setup_viol": 0,
        "unclocked_pins": 21,
    },
    "floorplanning": {
        "fp_util": 0.1784,
        "chipArea_sq_mm": 0.01000,
        "ios": 23,
        "die-height_um": 100,
        "rows": 29,
        "die_w_um": 100,
        "placeableCoreArea_sq_mm": 0.006277,
    },
    "power": {
        "power_w": 0.0009789,
        "p_leak_nw": 0.5317,
        "irDropWorstVdd_v": 0.0003189,
        "powerDensity_mw_per_mm2": 667.6,
    },
    "clock_network": {
        "cts_tree": "done",
        "cts_hold_buffers": 0,
        "clockBufferDepth": 2,
        "clk_pin_slew_ns": 0.05,
        "post_cts_buffers": 0,
        "cts_buffers": 3,
        "h-tree-depth": 1,
        "clock-root-buffer": "clkbuf_8",
    },
    "placed_design": {
        "dp_cells": 202,
        "placed_area_sq_mm": 0.001426,
        "dp_hpwl_um": 1949,
        "gp_congestion": 0.8365,
        "port_buffers": 22,
    },
    "global_route": {
        "grt_usage": 0.05105,
        "grt_pass1_wl_um": 4291,
        "overflow": 0,
        "grt_max_degree": 12,
        "grt_pass1_vias": 892,
        "grt_antenna_before_repair": 0,
    },
    "min_path": {
        "hold_class": "in2async",
    },
}
## routing by layer
layer	part of all wire	routed length (um)	vias up	GRT usage
met1	0.50	1228	403	0.07746
met4	0.018	45	0	0.009783
met2	0.41	1004	29	0.07118
met3	0.078	194	2	0.01388
li1	-	-	418	-
met5	0	0	-	0
## report_power, final
| group | internal [W] | leakage [nW] | switching [W] | total (W) |
|---|---|---|---|---|
| Combinational | 0.0000626 | 0.204 | 0.0000375 | 0.000100 |
| Sequential | 0.000446 | 0.305 | 0.000000000491 | 0.000446 |
| Clock | 0.000279 | 0.0228 | 0.000154 | 0.000432 |
## timing repair
item	CTS	global route
setup endpoints to repair	1	0
resized	4	0
hold endpoints to repair	0	0
## through the flow
| stage | hold WS (ns) | setup slack (ns) |
|---|---|---|
| floorplan | 0.05172 | 0.4077 |
| global placement | 0.5212 | -0.01786 |
| detailed placement | 0.5237 | -0.01565 |
| CTS | 0.2750 | 0.06941 |
| global route | 0.2804 | 0.03265 |
| finish | 0.2728 | 0.08573 |
## flip-flops by register name (all words and copies together), names as in the netlist
signal    count
state        11
LED          10
nxtstate     11
## cells by family (layout without fill, tap and decap cells)
logic type | after synthesis | count (layout) | share of synthesized area
and+or+nand+nor | 47 | 47 | 0.2838
latches | 21 | 21 | 0.2816
xor gates and xnor gates | 13 | 13 | 0.1017
DFF | 11 | 11 | 0.2469
AOI/OAI and AO/OA | 8 | 8 | 0.04916
buffers and inverters | 6 | 29 | 0.03686
## layout make-up
type                    instances  area share
clock buffers                   4     0.03072
repair buffers                 24      0.1655
inverters                       1    0.002560
flip-flops and latches         32      0.4036
well taps                      77     0.06570
multi-input cells              68      0.3319
## how the worst max path moves through the flow
stage     endpoint  depth (start not counted)          startpoint
5_1_grt      wrong                          1  state[0]$_DFF_PP0_
6_report     wrong                          1  state[0]$_DFF_PP0_
4_1_cts      wrong                          1  state[0]$_DFF_PP0_
## synthesized netlist by cell type (all sizes together)
master   number
dfrtp        10
xor2          2
nor3b         5
o2111ai       1
dlxtn        21
nor2         14
xnor2        11
nand3b        1
and4          1
dfstp         1
nor4          4
o31ai         1
nor2b         4
a21oi         1
buf           5
nor4b         2
inv           1
nor3          2
o211ai        1
nand4         9
and2          1
nand2         2
o21a          1
a221oi        1
o21ai         2
nand3         2
## placed cells by master (no fill, tap or decap), types with 2 or more instances in the layout
master,netlist,final
dlxtn_1,21,21
clkdlybuf4s50_1,0,21
nor2_1,14,14
xnor2_1,11,11
dfrtp_1,10,10
nand4_1,9,9
nor3b_1,5,5
nor2b_1,4,4
clkbuf_8,0,3
nor4_4,2,2
nand2_1,2,2
nand3_1,2,2
xor2_1,2,2
Power and IR drop assume default switching activity.
